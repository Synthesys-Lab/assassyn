==> flow/design.v <==
module fifo #(
    parameter WIDTH = 8,
    parameter DEPTH_LOG2 = 2  
) (
    input  logic               clk,
    input  logic               rst_n,
    input  logic               push_valid,
    input  logic [WIDTH - 1:0] push_data,
    output logic               push_ready,
    output logic               pop_valid,
    output logic [WIDTH - 1:0] pop_data,
    input  logic               pop_ready
);
generate
    if (DEPTH_LOG2 == 0) begin : single_element_fifo
        logic fifo_full; 
        assign push_ready = ~fifo_full || (fifo_full && pop_ready); 
        assign pop_valid  = fifo_full;                              
        always @(posedge clk or negedge rst_n) begin
            if (!rst_n) begin
                fifo_full <= 1'b0;
                pop_data <= 'x;
            end else begin
                if (push_valid && pop_ready) begin
                    pop_data <= push_data; 
                    fifo_full <= 1'b1;     
                end
                else if (push_valid && ~fifo_full) begin
                    pop_data <= push_data; 
                    fifo_full <= 1'b1;     
                end
                else if (pop_ready && fifo_full) begin
                    fifo_full <= 1'b0;     
                    pop_data <= 'x;        
                end
            end
        end
    end else begin : multi_element_fifo
        logic [(DEPTH_LOG2 != 0 ? DEPTH_LOG2 - 1 : 0):0] front;
        logic [(DEPTH_LOG2 != 0 ? DEPTH_LOG2 - 1 : 0):0] back;
        logic [(DEPTH_LOG2 + 1):0] count;
        logic [WIDTH - 1:0] q[0:(1 << DEPTH_LOG2)-1];
        logic [(DEPTH_LOG2 + 1):0] new_count;
        logic [(DEPTH_LOG2 != 0 ? DEPTH_LOG2 - 1 : 0):0] new_front;
        logic temp_pop_valid;
        assign new_count = count + (push_valid ? 1 : 0) - (pop_ready ? 1 : 0);
        assign new_front = front + (pop_ready && count != 0 ? 1 : 0);
        always @(posedge clk or negedge rst_n) begin
            if (!rst_n) begin
                front <= 0;
                back <= 0;
                pop_valid <= 1'b0;
                pop_data <= 'x;
                count <= 0;
                push_ready <= 1'b1;
            end else begin
                if (push_valid && new_count <= (1 << DEPTH_LOG2)) begin
                    q[back] <= push_data;
                    back <= (back + 1);
                end
                front <= new_front;
                count <= new_count;
                push_ready <= new_count < (1 << DEPTH_LOG2);
                temp_pop_valid = new_count != 0 || push_valid;
                pop_valid <= temp_pop_valid;
                pop_data <= temp_pop_valid ? (new_front == back && push_valid ? push_data : q[new_front]) : 'x;
            end
        end
    end
endgenerate
endmodule
module trigger_counter #(
    parameter WIDTH = 8
) (
  input logic clk,
  input logic rst_n,
  input  logic [WIDTH-1:0] delta,
  output logic             delta_ready,
  input  logic             pop_ready,
  output logic             pop_valid
);
logic [WIDTH-1:0] count;
logic [WIDTH-1:0] temp;
logic [WIDTH-1:0] new_count;
assign temp = count + delta;
assign new_count = temp >= (pop_ready ? 1 : 0) ? temp - (pop_ready ? 1 : 0) : 0;
always @(posedge clk or negedge rst_n) begin
  if (!rst_n) begin
    count <= '0;
  end else begin
    delta_ready <= new_count != {WIDTH{1'b1}};
    count <= new_count;
    pop_valid <= (new_count != 0 || delta != 0);
  end
end
endmodule
==> flow/run.sh <==
#!/bin/bash
# OpenROAD 26Q1-2900-gdf79404cd8, Yosys 0.63+post, stock flow scripts
make -C /OpenROAD-flow-scripts/flow DESIGN_CONFIG=/design/flow/config.mk WORK_HOME=/design/flow/orfs finish
==> flow/config.mk <==
export PLATFORM = sky130hd
export DESIGN_NAME = trigger_counter
export DESIGN_NICKNAME = trigger_counter
export VERILOG_FILES = /design/flow/design.v
export SDC_FILE = /design/flow/constraint.sdc
export NUM_CORES = 4
export LEC_CHECK = 1
export CORE_AREA = 10 10 92 92
export DIE_AREA = 0 0 102 102
==> flow/constraint.sdc <==
current_design trigger_counter

set clk_period 4.0
set clk_io_pct 0.2

create_clock -name clk0 -period $clk_period [get_ports {clk}]

set non_clock_inputs [all_inputs -no_clocks]
set_input_delay [expr $clk_period * $clk_io_pct] -clock clk0 $non_clock_inputs
set_output_delay [expr $clk_period * $clk_io_pct] -clock clk0 [all_outputs]
==> run_results.csv <==
group,metric,value,unit
logic_synthesis,syn-cell-area,942,µm²
logic_synthesis,ys_cells,101,
clock_tree,cts_tree,"done",
clock_tree,cts-hold-fix-buffers,0,
grt,grt_pass1_wl,3710,µm
floorplan,die_h,102,µm
logic_synthesis,postSynthSeqShare,27.6,%
worst_setup_path,cp_data_required_time,3970,ps
grt,grt_max_degree,11,
routing,antenna_cells,0,
routing,wl_per_cell,11.6,µm
worst_hold_path,min-delay-start,"count[0]",
timing,slew_headroom,63.1,%
worst_setup_path,rr_endpoint,"delta_ready",
routing,num_vias,800,
worst_setup_path,cp_max_fo,4,
logic_synthesis,yosys_warnings,1,
clock_tree,cts_resized,0,
timing,timing_hold_violations_final,0,
placement,placedCellCount,189,
run,warnings,25,
logic_synthesis,syn_avg_cell_area,9.33,µm²
worst_setup_path,path_class,"in2reg",
cells_and_area,lay_top_cells,"clkdlybuf4s50_1 (12), nor2_1 (11), ha_1 (9)",
grt,grt_remaining_overflow,0,
timing,finalClockPeriodUsage,88.2,%
timing,fin_ws,471,ps
logic_synthesis,ys_chip_area,942,µm²
worst_setup_path,cpLargestDelayFamily,"AND-OR/OR-AND gates",
floorplan,die_x,102,µm
timing,worst_pin_slew,547,ps
worst_setup_path,setup.worst_path.end_class,"flop",
placement,routabilityCongestion,0.899,
cells_and_area,lay_top_count,"clkdlybuf4s50_1",
worst_setup_path,cp_num_buf_inv,1,
clock_tree,post_cts_buffers,0,
placement,dp_slack,227,ps
floorplan,initCoreUtil,14.6,%
timing,setup_tns,0,ps
worst_setup_path,slowest_stage,"a2111oi_0",
clock_tree,cts_root_buf,"clkbuf_8",
worst_setup_path,r2r_slack,1130,ps
worst_setup_path,critPathLaunchType,"input port",
grt,antenna_found_initial,0,
clock_tree,numCtsBuffers,3,
worst_hold_path,whs_path_depth,4,
clock_tree,h-tree-depth,1,
worst_setup_path,critPathMaxStageDelay,440,ps
timing,period_needed,3530,ps
power_and_ir_drop,p_leak,0.452,nW
logic_synthesis,synth_flop_count,10,
floorplan,rows,29,
logic_synthesis,netlist_instances,101,
timing,clock_skew,3.89,ps
placement,io_buffers,12,
placement,dp_hpwl,1920,µm
timing,setup_viol,0,
cells_and_area,synthToLayoutAreaGrowth,26.8,%
routing,viasPerCell,4.15,
clock_tree,path_clk_slew,50,ps
clock_tree,worstSkewPairLatency,230,ps
floorplan,io_pins,13,
routing,ant_nets,0,
floorplan,chip_area,10400,µm²
routing,remaining_drc_errors,0,
timing,hold_slack,871,ps
clock_tree,cts_max_path_buffers,2,
worst_setup_path,r2r_start,"count[0]",
timing,fmax,283,MHz
routing,firstDrtPassIters,4,
worst_setup_path,r2r_cells,8,
grt,grt_pass1_vias,770,
logic_synthesis,synth.area.top_cells,"dfrtp_1 (21%), ha_1 (12%), edfxtp_1 (6.4%)",
status,status,"completed",
power_and_ir_drop,power.density,799,nW/µm²
grt,track_usage,4.37,%
timing,drv_slew,0,
routing,drt_wl_total,2240,µm
worst_setup_path,crit_chain,"clkdlybuf4s50_1 -> ha_1 -> fa_1 -> a211o_1 -> and3_4 -> o311ai_2 -> nor4_1 -> a2111oi_0 -> nand4_1",
worst_hold_path,hold_path.class,"reg2reg",
routing,drt_iter0_drc,47,
cells_and_area,stdcell_count,193,
logic_synthesis,yosysTopAreaCell,"dfrtp_1",
timing,rsz0062_at_grt,"false",
clock_tree,cts_sinks,10,
floorplan,core_area,6460,µm²
worst_hold_path,min_to,"count[0]",
logic_synthesis,synth.distinct_cells,40,
run,drv_cap,0,
logic_synthesis,top_cell_area_share,21.2,%
worst_setup_path,worstPathArrival,3490,ps
cells_and_area,drive_above_1_share,10.3,%
power_and_ir_drop,ir_drop,0.000352,V
## cell type report
class | count | area [µm²]
flip-flops and latches | 10 | 260
clock inverters | 1 | 3.75
multi-input cells | 84 | 647
fillers | 726 | 5260
clock buffers | 3 | 41.3
well taps | 77 | 96.3
inverters | 5 | 18.8
repair buffers | 13 | 128
## per-stage QoR
| step | power [W] | cell area, µm² | utilization, % |
|---|---|---|---|
| 2_1_floorplan | 0.000716 | 942 | - |
| 3_3_place_gp | 0.000850 | 1150 | 17.8 |
| 3_5_place_dp | 0.000849 | 1150 | 17.8 |
| 4_1_cts | 0.000959 | 1190 | 18.5 |
| 5_1_grt | 0.00105 | 1190 | 18.5 |
| 6_report | 0.000954 | 1190 | 18.5 |
## worst reg2reg max path: cells and delay by family (launching register included)
family	cells	cell delay, ps
compound gates	3	1130
fa+ha+maj	2	630
simple gates	3	500
flops	1	360
## synthesized netlist by cell type (all sizes together)
master,number
nor2,11
ha,9
a21oi,8
dfrtp,8
and3,5
inv,5
nor2b,5
nand4,4
xnor2,4
xor2,4
nand2,3
nand3,3
nor3,3
o311ai,3
a211o,2
a221oi,2
buf,2
edfxtp,2
nor4,2
o21a,2
o21ai,2
or4,2
a2111oi,1
a31oi,1
fa,1
nand2b,1
o211ai,1
o221ai,1
o22ai,1
o41a,1
or2,1
or3,1
## cell families (layout without fill, tap and decap cells)
group                      Yosys count  after routing  synth area share [%]
AOI/OAI and AO/OA                   25             25                  21.9
xor gates and xnor gates             8              8                  7.44
adders and majority gates           10             10                  14.1
buffers and inverters                7             22                  3.72
DFF                                 10             10                  27.6
and+or+nand+nor                     41             41                  25.2
## power by group
group / switching (W) / leakage [nW] / internal [W]
Combinational: 0.000395 / 0.322 / 0.000287
Clock: 0.0000368 / 0.0231 / 0.0000670
Sequential: 0.0000170 / 0.107 / 0.000152
## sequential cells by signal, indices dropped and copies added (netlist names)
register / cells
count: 8
delta_ready: 1
pop_valid: 1
## how the worst max path moves through the flow
stage                    start     endpoint  slack (ps)  depth (start not counted)
after global routing  delta[0]  delta_ready         300                          9
after CTS             delta[0]  delta_ready         460                          9
final                 delta[0]  delta_ready         470                          9
## routing by layer
layer / global-route usage, % / wire (µm) / up-vias
met1: 5.86 / 1040 / 369
met2: 7.46 / 1120 / 11
met3: 0.545 / 56 / 4
li1: - / - / 416
met4: 0.759 / 27 / 0
met5: 0 / 0 / -
Power figures rest on the tool's default switching activity, not on a simulated workload.
